==> flow/design.v <==
module forwarding(
				 input logic ExMemRegWrite, MemWbRegWrite,
				 input logic [4:0] IdExrs1,
				 input logic [4:0] IdExrs2,
				 input logic [4:0] ExMemrs3,
				 input logic [4:0] ExMemrd,
				 input logic [4:0] MemWbrd,
				 input logic ExMemSecond_alu_en,
				 input logic [4:0] rs11,
				 input logic [4:0] rs22,
				 output logic [1:0] ForwardA,
				 output logic ForwardE,
				 output logic ForwardC,
				 output logic ForwardD,
				 output logic [1:0]	ForwardB
				 );
			assign ForwardA = ((ExMemRegWrite) && (ExMemrd != 0) && (ExMemrd == IdExrs1)) ? 2'b10 :
									((MemWbRegWrite) && (MemWbrd != 0) && (MemWbrd == IdExrs1)) ? 2'b01 : 2'b00;
			assign ForwardB = ((ExMemRegWrite) && (ExMemrd != 0) && (ExMemrd == IdExrs2)) ? 2'b10 :
									((MemWbRegWrite) && (MemWbrd != 0) && (MemWbrd == IdExrs2)) ? 2'b01 : 2'b00;			
			assign ForwardE = ((MemWbRegWrite) && (ExMemSecond_alu_en) && (MemWbrd != 0) && (MemWbrd == ExMemrs3)) ? 1'b1 : 1'b0;	
			assign ForwardC = ((MemWbRegWrite) && (MemWbrd != 0) && (MemWbrd == rs11)) ? 1'b1 : 1'b0;	
			assign ForwardD = ((MemWbRegWrite) && (MemWbrd != 0) && (MemWbrd == rs22)) ? 1'b1 : 1'b0;	
endmodule
==> flow/run.sh <==
#!/bin/bash
# OpenROAD 26Q1-2900-gdf79404cd8, Yosys 0.63+post, stock flow scripts
make -C /OpenROAD-flow-scripts/flow DESIGN_CONFIG=/design/flow/config.mk WORK_HOME=/design/flow/orfs finish
==> flow/config.mk <==
export PLATFORM = sky130hd
export DESIGN_NAME = forwarding
export DESIGN_NICKNAME = forwarding
export VERILOG_FILES = /design/flow/design.v
export SDC_FILE = /design/flow/constraint.sdc
export NUM_CORES = 4
export LEC_CHECK = 1
export CORE_AREA = 10 10 75 75
export DIE_AREA = 0 0 85 85
==> flow/constraint.sdc <==
current_design forwarding

set clk_period 3.1
set clk_io_pct 0.2

create_clock -name clk0 -period $clk_period

set non_clock_inputs [all_inputs -no_clocks]
set_input_delay [expr $clk_period * $clk_io_pct] -clock clk0 $non_clock_inputs
set_output_delay [expr $clk_period * $clk_io_pct] -clock clk0 [all_outputs]
==> Slide: Implementation Results <==
Flow Results at a Glance

Status
  • Status: finished clean

Finish
  • Most common cell after layout, fill and taps aside: sky130_fd_sc_hd__clkdlybuf4s50_1
  • Most frequent cells in the layout: sky130_fd_sc_hd__clkdlybuf4s50_1 (43), sky130_fd_sc_hd__xnor2_1 (21), sky130_fd_sc_hd__xor2_1 (14), sky130_fd_sc_hd__buf_4 (11), sky130_fd_sc_hd__nand3_1 (6)
  • Sequential cell area: 0 um^2
  • Number of clock buffers in the layout: 0
  • Fraction of final layout cells with drive strength greater than 1: 0.170
  • Final core area utilization: 0.265
  • Sequential cell count of the final layout: 0
  • Synth-to-layout area growth: 126%

Power
  • Combinational share of power: 1.000
  • Switch Pwr: ~0.046 mW
  • Static Leakage: 0.395 nW
  • Relative contribution of sequential cells to total power: 0
  • Switching part of the total: 0.359
  • Areal power density over the cells: about 120 nW/um^2
  • Maximum VDD drop: about 0.023 mV
  • Fraction of power consumed by the clock network: 0
  • Power Total: approximately 0.13 mW
  • Cell-internal power: between 0.08 and 0.09 mW

Logic synthesis
  • Count of distinct cell types in the synthesized netlist: 13
  • Synthesized area per cell: approximately 7.8 um^2
  • Chip area in the Yosys report: roughly 480 um^2
  • Number of cells in the yosys synthesis report: roughly 60
  • Synth Seq Share: 0
  • Post-Synthesis Cells: approximately 61
  • Synth warn: 0
  • Netlist area before placement: roughly 480 um^2

Critical path
  • Critical Path Slowest Stage Cell: sky130_fd_sc_hd__or4_4
  • Required @ worst endpoint: around 2500 ps
  • Buffers and inverters on the worst path: 3
  • Type of the worst setup path: input port to output port
  • Crit path DAT: 2390 ps
  • Sort of element at the start of the critical path: input port
  • Most used cell, CP: sky130_fd_sc_hd__clkdlybuf4s50_1
  • Longest individual stage delay on the worst path: 560 ps
  • Capturing element type of the critical path: output port
  • Worst-path fanout max: 2
  • Worst path top cell family by delay: buffers and inverters
  • Worst-path cell chain: clkdlybuf4s50_1 -> or4_4 -> o21ai_4 -> nor4_2 -> buf_4 -> clkdlybuf4s50_1

Floorplanning
  • Die y size: 85 um
  • FP Rows: 23
  • Core Density at Floorplan: 0.117
  • Total die size: between 7000 and 8000 um^2
  • Core box area: 4060 um^2
  • Die outline width: between 80 and 90 um
  • # IOs: 45

Detailed routing
  • Final wirelength: roughly 2.1 mm
  • Ratio of routed vias to standard cells: 3.67
  • Post-detailed-route wirelength per cell: between 10 and 15 um
  • Antenna diodes: 0
  • Remaining routing DRC violations: 0
  • Drt first-iter violations: 17
  • Tally of nets with antenna violations remaining after routing: 0
  • TritonRoute pass-1 iters: 2
  • Vias: roughly 600

Final timing
  • Worst Hold Slack: between 1500 and 2000 ps
  • Share of the clock period used by the worst path after layout: 0.971
  • Final Hold Viols: 0
  • Relative slew margins: 0.794
  • Timing-limited maximum frequency: 332 MHz
  • RSZ-0062 raised after global routing: false
  • Final setup violating endpoints: 0
  • Slew Limit Fails: 0
  • Transition time of the tightest slew-check pin: 307 ps
  • Time the final worst path needs with I/O delays and setup: approximately 3000 ps

Place
  • Routability Congestion: roughly 0.79
  • Detailed placer's ending HPWL: about 1.9 mm
  • Tally of buffers added on design ports: 45

Worst hold path
  • Class of the worst hold path: input port to output port

GRT
  • Number of global-route vias before repair: ~700
  • Pin count of the biggest net entering global routing: 7
  • Initial antenna violation count: 0
  • Wire length of the first global-routing pass: around 3.4 mm
  • Remaining Overflow, GRT: 0
  • Aggregate global-route resource usage: 0.0555

Run
  • Max-cap violation count: 0
  • Number of logged tool warnings: 33

Clocking
  • Hold bufs inserted after CTS: 0
-- layout make-up --
| class | count | area (um^2) |
|---|---|---|
| Tap cell | 50 | 62.6 |
| Fill cell | 423 | 2980 |
| Multi-Input combinational cell | 56 | 474 |
| Timing Repair Buffer | 56 | 538 |
-- power groups by stage --
stage	Sequential, mW	Clock [mW]	Combinational [mW]
5_1_grt	0	0	0.142
6_report	0	0	0.129
4_1_cts	0	0	0.128
-- metrics by stage --
stage                     setup slack, ps  cell area, um^2  setup TNS [ps]  instances
after floorplan                       922              475               0         61
after global placement               2.71             1050               0        162
after detailed placement            -10.4             1050           -26.7        162
after CTS                           -6.15             1050           -7.71        162
after global routing                 3.98             1070               0        162
final                                90.0             1070               0        162
-- cells by family after synthesis --
| family | count (synthesis) | share of synthesized area |
|---|---|---|
| and+or+nand+nor | 19 | 0.250 |
| xor gates and xnor gates | 35 | 0.645 |
| buffers and inverters | 5 | 0.0526 |
| AOI/OAI and AO/OA | 2 | 0.0526 |
-- per-layer routing --
metal / vias to the layer above / track usage / share of wire
li1: 308 / - / -
met1: 270 / 0.0617 / 0.38
met2: 17 / 0.104 / 0.54
met3: 0 / 0.0202 / 0.084
met4: 0 / 0 / 0
met5: - / 0 / 0
-- Yosys cell counts (all sizes together) --
cell / instances / area (um^2)
xnor2: 21 / 184
xor2: 14 / 123
nand3: 6 / 30.0
buf: 5 / 25.0
nor3: 5 / 35.0
nor4: 4 / 25.0
o21ai: 2 / 25.0
or4: 2 / 18.8
nand2: 1 / 3.75
nand4: 1 / 6.26
-- path summary, 6_finish.rpt --
path | start | end | depth (start not counted)
hold / removal | MemWbRegWrite | ForwardB[0] | 4
setup / recovery | ExMemrd[2] | ForwardA[1] | 6
-- tightest hold or removal path: cells and delay by family --
family                 cells  cell delay [ps]
buffers and inverters      2              570
AND-OR/OR-AND              1              120
AND/OR/NAND/NOR            1               50
-- timing repair --
action / 4_1_cts / 5_1_grt
resized: 1 / 5
setup buffers: 0 / 0
pin swaps: 0 / 3
endpoints found under the setup margin: 4 / 4
Power is estimated from default activity; no workload was simulated.
