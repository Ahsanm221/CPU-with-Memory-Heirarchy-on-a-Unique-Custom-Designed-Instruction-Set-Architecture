## flow/run.sh

```bash
#!/bin/bash
# OpenROAD 26Q1-2900-gdf79404cd8, Yosys 0.63+post, stock flow scripts
make -C /OpenROAD-flow-scripts/flow DESIGN_CONFIG=/design/flow/config.mk WORK_HOME=/design/flow/orfs finish
```

## flow/config.mk

```make
export PLATFORM = sky130hd
export DESIGN_NAME = imm_Gen
export DESIGN_NICKNAME = imm_Gen
export VERILOG_FILES = /design/flow/design.v
export SDC_FILE = /design/flow/constraint.sdc
export NUM_CORES = 4
export LEC_CHECK = 1
export CORE_AREA = 10 10 72 72
export DIE_AREA = 0 0 82 82
```

## flow/constraint.sdc

```tcl
current_design imm_Gen

set clk_period 4.9
set clk_io_pct 0.2

create_clock -name clk0 -period $clk_period

set non_clock_inputs [all_inputs -no_clocks]
set_input_delay [expr $clk_period * $clk_io_pct] -clock clk0 $non_clock_inputs
set_output_delay [expr $clk_period * $clk_io_pct] -clock clk0 [all_outputs]
```

## flow/design.v

```verilog
module imm_Gen(
		input logic [31:0] Instruction,
		output logic [31:0] IMM
		);
always_comb 
	case (Instruction[31:26])	
		6'b010011:	 
		IMM = {Instruction[15]? 20'hFFFFF:20'b0 , Instruction[15:4]};
		6'b000011:	 
		IMM = {Instruction[15]? 20'hFFFFF:20'b0 , Instruction[15:4]};
		6'b100011: 	 
		IMM = {Instruction[25]? 20'hFFFFF:20'b0 , Instruction[25:21], Instruction[10:4]};
		6'b000100:	 
		IMM = {Instruction[25]? 20'hFFFFF:20'b0 , Instruction[25:21], Instruction[10:4]};
		6'b000111:   
		IMM = {{(26){1'b0}},Instruction[5:0]};
		6'b000010:   
		IMM = {{(6){Instruction[25]}},Instruction[25:0]};
		6'b111001:  
		IMM = {{(8){Instruction[25]}},Instruction[25:21],Instruction[10:8],{(8){Instruction[7]}},Instruction[7:0]};
		default: IMM = {32'b0};
	endcase
endmodule
```

==> out/metrics.yaml <==
outcome: "finished clean"
antenna_cells: 0
adder_share: 0
hold_class: "input pin to output pin"
cp.arrival_ns: 3.23
slowest_delay_ns: 0.56
area_delta_synth_final_pct: 127
postSynthSeqShare: 0
n_sequential_cell: 0
ys_area_um2: 499
slew-limit-headroom: 0.607
io_buffers: 64
path_max_fanout: 10
synthAoiAreaFrac: 0.411
path_cells: "clkdlybuf4s50_1 > or4b_4 > nor3_4 > or2_2 > a21o_1 > clkdlybuf4s50_1"
crit_buf_inv: 2
fillers: 389
vias: 797
core_mm2: 0.00369
topCombFamilyByArea: "simple AND/OR/NAND/NOR gates"
simple_gate_area_frac: 0.426
critical_path.startpoint: "Instruction[31]"
synthTopCellsByArea: "a221o_2 (16%), a22o_1 (12%), nand2_1 (12%)"
wirelength_um: 2750
postCtsSetupRepairBufs: 0
dr.pass1.iters: 4
maxSlewViolCount: 0
ioPinCount: 64
antenna_found_initial: 0
dieArea_mm2: 0.00672
top_cell_area_share: 0.158
fin_cells: 174
required_ns: 3.92
ys_types: 24
wire_per_inst_um: 15.8
die_w_um: 82
max-vdd-ir-drop_v: 0.0000222
syn_area_um2: 499
clkbuf_count: 0
p_leak_nw: 0.450
die_h_um: 82
cp.depth: 6
grt-ovfl-total: 0
holdBufCountCts: 0
max_freq_ghz: 0.237
yosysWarnings: 1
hp-start: "Instruction[13]"
dp_hpwl_um: 2370
cpMaxStageDelayCell: "or4b_4"
syn-instance-count: 70
viasPerCell: 4.58
comb_area_um2: 427
grt_pass1_wl_um: 4200
tightest_slew_ns: 0.589
drv_cap: 0
ant_nets: 0
cp_top_family: "simple AND/OR/NAND/NOR gates"
xor_share: 0.0175
power_density_mw_per_mm2: 54.6
synth_area_leader_cell: "a221o_2"
cp-start-kind: "input pin"
hold_violations: 0
drc: 0
avgSynthCellArea_um2: 7.13
ys_cells: 70
setup_viol: 0
flop_area_um2: 0
post-place-cells: 174
num_rows: 22
finalClockPeriodUsage: 0.859
rsz0062_at_grt: "false"
grt_max_degree: 13
groute.usage.overall: 0.0782
postCtsResizedCells: 0
crit_end: "IMM[28]"
warnings: 32
initialDrtViolationCount: 25
mux_area_frac: 0
fp_util: 0.135
setup_tns_ns: 0
routabilityCongestion: 0.775
drive_above_1_share: 0.111
end_kind: "output pin"
cpMostUsedCell: "clkdlybuf4s50_1"
crit_type: "input pin to output pin"
grt_pass1_vias: 854
layout_min_cycle_time_ns: 4.21
-- cells by family after synthesis --
logic type / Yosys count
AND/OR/NAND/NOR: 38
AND-OR/OR-AND: 22
XOR/XNOR: 1
buffers and inverters: 9
-- stage by stage --
stage	utilization	power [mW]	cell area, um2	hold slack, ns	setup slack [ns]
3_5_place_dp	0.308	0.0625	1130	2.94	0.668
6_report	0.308	0.0620	1130	2.93	0.689
2_1_floorplan	-	0.0138	499	2.02	1.67
5_1_grt	0.308	0.0672	1130	2.97	0.535
4_1_cts	0.308	0.0630	1130	2.94	0.669
3_3_place_gp	0.308	0.0624	1130	2.94	0.739
-- power breakdown --
group	switching (mW)	leakage, nW	internal [mW]
Combinational	0.0188	0.450	0.0431
Sequential	0	0	0
Clock	0	0	0
Total	0.0188	0.450	0.0431
-- final cells by class --
cell class / instances / area share
Multi-Input combinational cell: 61 / 0.376
Tap cell: 48 / 0.0529
Timing Repair Buffer: 65 / 0.571
-- cell usage in the layout, fill, tap and decap left out, drive strengths merged, types with 2 or more instances in the layout --
cell	instances
a21o	2
a221o	7
a22o	7
a32oi	2
clkdlybuf4s50	64
nand2	16
nand3	10
nand4	3
-- cells in the mapped netlist (2+ instances only) --
master and n:
a21o_1 2, a221o_2 7, a32oi_1 2, nand3_1 10, nand4_1 3, buf_6 2
nand2_1 16, a22o_1 7, buf_4 6
-- worst min-delay path by stage --
stage / endpoint / slack, ns / depth (start not counted)
CTS: IMM[13] / 2.94 / 4
global route: IMM[13] / 2.97 / 4
finish: IMM[13] / 2.93 / 4
-- routing by layer --
layer | wire (um) | part of all wire | vias to the layer above | global-route usage
met5 | 0 | 0 | - | 0
met4 | 0 | 0 | 0 | 0
met3 | 373 | 0.14 | 0 | 0.0441
met2 | 1140 | 0.41 | 44 | 0.119
met1 | 1240 | 0.45 | 363 | 0.101
li1 | - | - | 390 | -
Power figures rest on the tool's default switching activity, not on a simulated workload.
