<file path="config.mk">
export PLATFORM = sky130hd
export DESIGN_NAME = control
export DESIGN_NICKNAME = control
export VERILOG_FILES = /design/flow/design.v
export SDC_FILE = /design/flow/constraint.sdc
export NUM_CORES = 4
export LEC_CHECK = 1
export CORE_AREA = 10 10 70 70
export DIE_AREA = 0 0 80 80
</file>
<file path="constraint.sdc">
current_design control

set clk_period 1.0
set clk_io_pct 0.2

create_clock -name clk0 -period $clk_period

set non_clock_inputs [all_inputs -no_clocks]
set_input_delay [expr $clk_period * $clk_io_pct] -clock clk0 $non_clock_inputs
set_output_delay [expr $clk_period * $clk_io_pct] -clock clk0 [all_outputs]
</file>
<file path="design.v">
module control (input logic [5:0] Op,
					output logic MemRead, MemWrite, MemToReg, ALUSrc, swj,
					output logic RegWrite, Branch, Jump, Second_alu_en
				);
	always_comb begin 
				MemRead = 1'b0;  
				MemWrite = 1'b0;  
				MemToReg = 1'b0;  
				ALUSrc = 1'b0;  
	    		RegWrite = 1'b0;  
			   Branch = 1'b0;  
				Jump = 1'b0; 
				swj = 1'b0;
				Second_alu_en = 1'b0;
      case(Op)   
      6'b110011: begin  
                  RegWrite = 1'b1; 
						end 
	  6'b010011: begin  
						ALUSrc = 1'b1;
                  RegWrite = 1'b1;  					
                  end  	
      6'b000011: begin  
						ALUSrc = 1'b1; 
						MemToReg = 1'b1; 
						RegWrite = 1'b1; 
						MemRead = 1'b1;  
						end  
      6'b100011: begin  
						ALUSrc = 1'b1;  
                  MemWrite = 1'b1;  
                  end 
      6'b000100: begin  
						Branch = 1'b1;     
                  end 
	  6'b000111: begin  
						RegWrite = 1'b1;
						Second_alu_en = 1'b1;
						end
		6'b111001: begin	 
		            swj = 1;
						ALUSrc = 1'b1;  		
                  MemWrite = 1'b1;  
						Jump = 1'b1;
						end
      6'b000010: begin  
						Jump = 1'b1;     				  
                 end 
		default: begin 
					  MemRead = 1'b0;  
					  MemWrite = 1'b0;  
					  MemToReg = 1'b0;  
					  ALUSrc = 1'b0;  
					  RegWrite = 1'b0;    
					  Branch = 1'b0;  
					  Jump = 1'b0;  
					  Second_alu_en = 1'b0;
					end
      endcase
    end
endmodule
</file>
<file path="run.sh">
#!/bin/bash
# OpenROAD 26Q1-2900-gdf79404cd8, Yosys 0.63+post, stock flow scripts
make -C /OpenROAD-flow-scripts/flow DESIGN_CONFIG=/design/flow/config.mk WORK_HOME=/design/flow/orfs finish
</file>
==> flow_summary.yaml <==
# physical design summary
cells_and_area:
  syn_to_final_growth_pct: 288
  layout-drive-gt1-share_pct: 90.2
  final_cell_mix: "13 x buf_4, 9 x buf_2, 4 x buf_6"
  fin_area_sq_um: 549
  clkbuf_count: 0
  fin_cells: 97
  flops: 0
  mostFrequentLayoutCell: "buf_4"
  seqCellArea_sq_um: 0
  fillers: 394
  fin_util_pct: 16.1
die:
  fp-row-count: 21
  dieHeight_um: 80
  core_region_area_sq_mm: 0.00342
  fp-utilization_pct: 4.14
  die_area_sq_mm: 0.00640
  die_x_um: 80
  io_pins: 15
route:
  vias: 290
  wl_per_cell_um: 10.2
  drt-initial-drc-count: 16
  drc_errors: 0
  antenna-diode-count: 0
  viasPerCell: 2.99
  ant_nets: 0
  dr.pass1.iters: 3
  totalWireLength_um: 992
run:
  log.warning_count: 34
  cap_violations: 0
global_routing:
  antenna_found_initial: 0
  grt_pass1_wl_um: 1510
  grt_overflow_total: 0
  grt_max_degree: 6
  grt_pass1_vias: 298
  grt_usage_pct: 2.87
placement:
  placed_area_sq_um: 379
  dp_cells: 87
  dp_hpwl_um: 660
  port_buffers: 15
  gp_congestion: 0.779
worst_hold_path:
  hold_depth: 3
  min-delay-start: "Op[0]"
  holdPathEnd: "Branch"
  hold_class: "in -> out"
outcome:
  violations: "negative setup slack"
  status: "finished with violations"
pwr:
  leakage_nw: 0.250
  cellPowerDensity_mw_per_mm2: 301
  power_uw: 165
  ir_drop_mv: 0.0609
yosys:
  avgSynthCellArea_sq_um: 6.43
  synth_seq_share_pct: 0
  ys_cells: 22
  synth-area-yosys_sq_um: 141
  synth_cells: 22
  syn_area_sq_um: 141
  ys_warn_count: 1
  yosysTopAreaCellShare_pct: 15.9
  yosysTopAreaCell: "nor3b_1"
  synthDistinctLibCells: 16
  netlist_top_cells_area: "nor3b_1 16%, nor4_2 8.8%, a2111oi_1 7.1%"
sta:
  rsz0062_at_grt: "true"
  setup_violations: 9
  fmax_mhz: 815
  worst_pin_slew_ns: 0.222
  period_used_pct: 123
  fin_crit_ns: 1.23
  hold_viol: 0
  worst_slack_ns: -0.227
  slew_headroom_pct: 85.1
  slew_viol_final: 0
worst_setup_path:
  path_max_fanout: 3
  critical_path_class: "in -> out"
  critPathRequiredTime_ns: 0.80
  endpoint_kind: "output port"
  cp-start-kind: "input port"
  crit_arrival_ns: 1.03
clock_tree:
  hold_buffers: 0
-- critical path: stages --
cell	delay, ns
buf_8	0.10
nand2b_4	0.14
nor4_4	0.27
buf_4	0.15
a21o_1	0.07
buf_2	0.09
-- synth_stat cells --
master	number
nor3b_1	3
nand2_1	2
nand3_1	1
nand2_2	1
buf_4	1
and3b_2	1
a21o_1	1
nor4_2	1
inv_2	1
and2b_2	1
a2111oi_1	1
nand2b_1	1
nor2_1	2
nor3_1	2
or3_1	1
a21oi_1	2
-- how the worst max path moves through the flow --
| stage | cells after the start | slack, ns | startpoint | to |
|---|---|---|---|---|
| after CTS | 6 | -0.24 | Op[2] | Jump |
| after global routing | 6 | -0.28 | Op[2] | Jump |
| final | 6 | -0.23 | Op[2] | Jump |
-- per-stage QoR --
step           hold WS (ns)  setup TNS [ns]  setup slack [ns]
2_1_floorplan         0.416               0            0.0437
3_3_place_gp           1.43           -9.19             -1.12
3_5_place_dp           1.44           -9.26             -1.13
4_1_cts               0.642           -1.29            -0.242
5_1_grt               0.702           -1.66            -0.276
6_report              0.685           -1.19            -0.227
-- report_power, final --
group          switching [mW]  leakage [nW]  total (mW)  internal [mW]
registers                   0             0           0              0
logic                  0.0709         0.250       0.165         0.0945
clock network               0             0           0              0
-- cell families after synthesis --
logic type	share of synthesized area (%)
and+or+nand+nor	72.6
AOI/OAI and AO/OA	19.5
buffers and inverters	7.96
-- cell type report --
cell class         count  area, sq um  area share (%)
repair buffers        30          258            46.9
multi-input cells     20          223            40.5
well taps             46         57.6            10.5
inverters              1         11.3            2.05
-- metal layers --
metal	global-route usage, %	part of all wire [%]
met5	0	0
met4	0	0
met3	0.795	8.9
met2	4.57	44
met1	3.96	47
-- timing repair --
action                     CTS  global route
setup buffers                9             1
setup endpoints to repair    9             9
pin swaps                    9             5
resized                     84             6
Power is estimated from default activity; no workload was simulated.
